[./design.v]
module hazard(
   	PCWrite, IF_ID_Write, nop, IF_ID_Flush,
	ReadReg1, ReadReg2, EXWriteReg, MEMWriteReg, WBWriteReg, IDinstr, EXinstr, MEMinstr, EXWren, MemWren, WBWren
   );
	input [2:0] ReadReg1;
	input [2:0] ReadReg2;
	input [2:0] EXWriteReg;
	input [2:0] MEMWriteReg;
	input [2:0] WBWriteReg;
	input EXWren;
	input MemWren;
	input WBWren;
	input [15:0] IDinstr;
	input [15:0] EXinstr;
	input [15:0] MEMinstr;
	output PCWrite;
	output IF_ID_Write;
	output nop;
	output IF_ID_Flush;
	wire 		rawdetected;
	wire		cntrldetected;
	assign rawdetected = (EXWren & (ReadReg1 === EXWriteReg | ReadReg2 === EXWriteReg)) | (MemWren & (ReadReg1 === MEMWriteReg | ReadReg2 === MEMWriteReg)) | (WBWren & (ReadReg1 === WBWriteReg | ReadReg2 === WBWriteReg));
	assign PCWrite = ~rawdetected & ~cntrldetected;
	assign IF_ID_Write = ~rawdetected;
	assign nop = rawdetected;
	assign cntrldetected = (IDinstr[15:11] === 5'b01100) | (IDinstr[15:11] === 5'b01101) | (IDinstr[15:11] === 5'b01110) | (IDinstr[15:11] === 5'b01111) | (IDinstr[15:11] === 5'b00100) | (IDinstr[15:11] === 5'b00101) | (IDinstr[15:11] === 5'b00110) | (IDinstr[15:11] === 5'b00111) | (EXinstr[15:11] === 5'b01100) | (EXinstr[15:11] === 5'b01101) | (EXinstr[15:11] === 5'b01110) | (EXinstr[15:11] === 5'b01111) | (EXinstr[15:11] === 5'b00100) | (EXinstr[15:11] === 5'b00101) | (EXinstr[15:11] === 5'b00110) | (EXinstr[15:11] === 5'b00111) | (IDinstr[15:11] === 5'b01100) | (MEMinstr[15:11] === 5'b01101) | (MEMinstr[15:11] === 5'b01110) | (MEMinstr[15:11] === 5'b01111) | (MEMinstr[15:11] === 5'b00100) | (MEMinstr[15:11] === 5'b00101) | (MEMinstr[15:11] === 5'b00110) | (MEMinstr[15:11] === 5'b00111);
	assign IF_ID_Flush = cntrldetected;
endmodule
[./run.sh]
#!/bin/bash
# OpenROAD 26Q1-2900-gdf79404cd8, Yosys 0.63+post, stock flow scripts
make -C /OpenROAD-flow-scripts/flow DESIGN_CONFIG=/design/flow/config.mk WORK_HOME=/design/flow/orfs finish
[./config.mk]
export PLATFORM = sky130hd
export DESIGN_NAME = hazard
export DESIGN_NICKNAME = hazard
export VERILOG_FILES = /design/flow/design.v
export SDC_FILE = /design/flow/constraint.sdc
export NUM_CORES = 4
export LEC_CHECK = 1
export CORE_AREA = 10 10 70 70
export DIE_AREA = 0 0 80 80
[./constraint.sdc]
current_design hazard

set clk_period 2.2
set clk_io_pct 0.2

create_clock -name clk0 -period $clk_period

set non_clock_inputs [all_inputs -no_clocks]
set_input_delay [expr $clk_period * $clk_io_pct] -clock clk0 $non_clock_inputs
set_output_delay [expr $clk_period * $clk_io_pct] -clock clk0 [all_outputs]
==> Slide: Implementation Results <==
Key Metrics from the Run

Yosys
  • Ys Warns: 0
  • # Cells Yosys: 38
  • Cells after synthesis: 38
  • Post-Synthesis Cell Area: around 260 um2
  • Synth unique cells: 12
  • Sequential share of the synthesized area: 0%
  • Synth area leaders: xnor2_1, nand4_1, o2111ai_1
  • Largest area contributor in the netlist: xnor2_1
  • Chip Area, Yosys: 264 um2
  • Mean area per synthesized cell: 6.95 um2
  • Area share, top type: 53.1%

Hold path
  • Hold_sp: MemWren
  • Hold Path Sink: PCWrite
  • Hold Crit Class: input port to output pin
  • Worst hold stages: 6

Finish
  • Top logic cells by instance count in the layout: dlygate4sd2_1, xnor2_1, clkdlybuf4s50_1
  • Flop area: 0 um2
  • Seq_cells: 0
  • CLK BUF: 0
  • Area delta synth->final: 166%
  • Non-filler cells, final: 123
  • Fin util: 20.6%
  • Fraction of layout cells with a size suffix above 1: between 20% and 30%
  • Filler instances: 374
  • Most numerous logic cell after layout: dlygate4sd2_1

Detailed routing
  • Vias per Instance: approximately 3.2
  • DR WL/cell: 10.3 um
  • Drt total wl: 1270 um
  • Initial DRC count: 4
  • Post-route ant nets: 0
  • Residual DRC: 0
  • DRT Pass-1 Iters: 3
  • Total number of vias: 397

Power
  • Seq pwr share: 0%
  • Total power divided by cell area: 188 mW/mm2
  • Switching share of power: 35.9%
  • Static leakage: 0.295 nW
  • Clock share of power: 0%
  • Switching power: 0.0475 mW
  • Power Internal: 0.0848 mW
  • Worst vdd ir: 0.0000212 V
  • Logic pwr share: 100.0%

Timing
  • Hold WS: roughly 1500 ps
  • Slew Viols, Final: 0
  • Crit share post-route: between 90% and 100%
  • Worst Max-Slew Pin Slew: between 200 and 250 ps
  • Highest clock rate: 471 MHz
  • Slew margin rel.: 84.6%
  • Final min period: 2120 ps
  • Final hold violations: 0
  • Finish-stage setup viols: 0
  • Setup TNS: 0 ps

Place
  • Final RePlAce weighted congestion: around 0.66
  • IO Port Bufs: 31
  • Final HPWL DP: ~1200 um
  • Inst Count DP: around 120

Floorplan
  • Fp util: 7.73%
  • Row cnt: 21
  • Core ar.: ~0.0034 mm2
  • # IOs: 70
  • Die area: 0.00640 mm2
  • Die height: roughly 80 um
  • Die X: 80 um

Global routing
  • Largest net degree at the start of global routing: 5
  • First-pass GRT wire length: 1940 um
  • Initial antenna violation count: 1
  • Vias in the first global route: 409
  • Total gr overflow: 0
  • GRT Resource Usage Total: 3.65%

Run
  • Total of max-cap violations: 0
  • Tally of OpenROAD warnings: around 70

Setup path
  • Startpoint Class: input port
  • Crit. End Element: output pin
  • Required time worst endpoint: 1760 ps
  • Worst EP arrival: approximately 1700 ps
  • Critical path class: input port to output pin
  • Critical Path Fanout Max: 3

Outcome
  • Result of the run: finished clean

Clocking
  • CTS Hold Bufs: 0
[synthesized netlist by cell type]
cell type / instances
nor3_1: 1
nand2_1: 3
xnor2_1: 16
o311ai_0: 1
o221ai_1: 1
nor4_1: 1
nor2_1: 2
nand4_1: 4
or3_1: 1
and2_1: 2
o2111ai_1: 2
inv_1: 4
[what timing repair did]
action                                  4_1_cts  5_1_grt
endpoints found under the setup margin        4        2
setup buffers                                 4        1
gates resized                                28       14
pin swaps                                     6        5
gates cloned                                  0        0
[worst max-delay path: stages]
cell,delay (ps)
dlygate4sd2_1,280
xnor2_1,160
o2111ai_2,90
nand2_2,100
or3_1,360
dlygate4sd2_1,250
[power by group through the flow]
stage	Clock, mW	Combinational (mW)	Sequential, mW
4_1_cts	0	0.123	0
6_report	0.0000000607	0.132	0
5_1_grt	0	0.145	0
[metal layers]
layer  up-vias  global-route usage [%]  wire (um)
met3         0                    1.02         87
li1        212                       -          -
met2        10                    7.14        725
met5         -                       0          0
met4         0                       0          0
met1       175                    3.96        458
[through the flow]
stage | power, mW | area, um2 | setup slack, ps
final | 0.132 | 703 | 77.8
after global routing | 0.145 | 701 | -3.41
after CTS | 0.123 | 656 | 17.5
after detailed placement | 0.133 | 654 | -433
after global placement | 0.132 | 654 | -427
after floorplan | 0.0401 | 264 | 591
[kinds of logic after synthesis]
logic type	count (synthesis)	share of synthesized area, %
AND-OR/OR-AND	4	13.3
buffers and inverters	4	5.69
AND/OR/NAND/NOR	14	28.0
XOR/XNOR	16	53.1
[area by class of cell]
cell class / count / area, um2 / share of cell area, %
repair buffers: 38 / 329 / 46.8
multi-input cells: 34 / 299 / 42.5
well taps: 46 / 57.6 / 8.19
inverters: 4 / 15.0 / 2.14
diodes: 1 / 2.50 / 0.356
[worst max path at each step]
stage                       start   to  cells after the start
after CTS             ReadReg2[0]  nop                      6
after global routing  ReadReg1[0]  nop                      6
final                 ReadReg2[2]  nop                      6
Power figures rest on the tool's default switching activity, not on a simulated workload.
